==> flow/design.v <==
module processorController (
    input logic [9:0] IR,  
    input logic [1:0] timestep,  
    output logic [9:0] IMM,  
    output logic [1:0] Rin,  
    output logic [1:0] Rout,  
    output logic ENW,  
    output logic ENR,  
    output logic Ain,  
    output logic Gin,  
    output logic Gout,  
    output logic [3:0] ALUcont,  
    output logic Ext,  
    output logic IRin,  
    output logic Clr  
);
parameter 
    LOAD = 4'b0000,              
    COPY = 4'b0001;              
always_comb begin
    ENR = 1'b0;
    Ain = 1'b0;
    Rout = 2'b00;
    Gin = 1'b0;
    Gout = 1'b0;
    ENW = 1'b0;
    Rin = 2'b00;
    IRin = 1'b0;
    Ext = 1'b0;
    Clr = 1'b0;
    ALUcont = 4'bzzzz;
    IMM = 10'bzzzzzzzzzz;
    if (timestep == 2'b00) begin
        IRin = 1'b1;
        Ext = 1'b1;
    end else begin
        case (IR[1:0])
            2'b00: begin
                case (IR[5:2])
                    LOAD: handleLoad();
                    COPY: handleCopy();
                    default: begin
                        if (IR[5:2] >= 4'b0010 && IR[5:2] <= 4'b1011) begin
                            handleALU();
                        end else begin
                            Clr = 1'b1;
                        end
                    end
                endcase
            end
            2'b01: immediateOp(1);
            2'b11: immediateOp(0);
            default: Clr = 1'b1;
        endcase
		end
end
function void handleLoad();
    case (timestep)
        2'b01: begin
            Clr = 1'b1;
            Ext = 1'b1;
            ENW = 1'b1;
            Rin = IR[9:8];
        end
		default: Clr = 1'b1;
    endcase
endfunction
function void handleCopy();
    case (timestep)
        2'b01: begin
            ENR = 1'b1;
            Rout = IR[7:6];
            ENW = 1'b1;
            Rin = IR[9:8];
            Clr = 1'b1;
        end
		default: Clr = 1'b1;
    endcase
endfunction
function void handleALU();
    case (timestep)
        2'b01: begin
            ENR = 1'b1;
            Ain = 1'b1;
            Rout = IR[9:8];
        end
        2'b10: begin
            ENR = 1'b1;
            Gin = 1'b1;
            Rout = IR[7:6];
        end
        2'b11: begin
            ALUcont = IR[5:2];
            ENW = 1'b1;
            Gout = 1'b1;
            Rin = IR[9:8];
            Clr = 1'b1;
        end
		default: Clr = 1'b1;
    endcase
endfunction
function void immediateOp(logic isAdd);
    case (timestep)
        2'b01: begin
			ENR = 1'b1;
            Gin = 1'b1;
            Rout = IR[9:8];
        end
        2'b10: begin
            if (isAdd) begin
                IMM = {4'b0000, IR[7:2]};
            end else begin
                IMM = {4'b1111, (~IR[7:2]) + 1};
            end
            Ain = 1'b1;
        end
        2'b11: begin
            ALUcont = 4'b0010;
            ENW = 1'b1;
            Rin = IR[9:8];
			Gout = 1'b1;
            Clr = 1'b1;
        end
		default: Clr = 1'b1;
    endcase
endfunction
endmodule
==> flow/run.sh <==
#!/bin/bash
# OpenROAD 26Q1-2900-gdf79404cd8, Yosys 0.63+post, stock flow scripts
make -C /OpenROAD-flow-scripts/flow DESIGN_CONFIG=/design/flow/config.mk WORK_HOME=/design/flow/orfs finish
==> flow/config.mk <==
export PLATFORM = sky130hd
export DESIGN_NAME = processorController
export DESIGN_NICKNAME = processorController
export VERILOG_FILES = /design/flow/design.v
export SDC_FILE = /design/flow/constraint.sdc
export NUM_CORES = 4
export LEC_CHECK = 1
export CORE_AREA = 10 10 70 70
export DIE_AREA = 0 0 80 80
==> flow/constraint.sdc <==
current_design processorController

set clk_period 3.4
set clk_io_pct 0.2

create_clock -name clk0 -period $clk_period

set non_clock_inputs [all_inputs -no_clocks]
set_input_delay [expr $clk_period * $clk_io_pct] -clock clk0 $non_clock_inputs
set_output_delay [expr $clk_period * $clk_io_pct] -clock clk0 [all_outputs]
==> notes.md <==
Observations from the implementation run.

Worst setup path:
- The run gives the cell with the biggest individual delay on the critical path as clkdlybuf4s50_1.
- The timing report notes that buffer and inverter cells on the critical path total 2.
- The run gives the element type at the critical path start as an input pin.
- The run puts the data arrival at the endpoint of the critical path at 2570 ps.
- The required time at the worst endpoint is listed as 2720 ps.
- Broken down by cell family, the worst path's largest delay share belongs to buffers and inverters.
- The run gives the critical path's most frequent cell as clkdlybuf4s50_1.
- Along the worst path, the maximum fanout reaches 5.
- The run puts the maximum cell stage delay along the critical path at 490 ps.
- The run gives the type of element capturing the critical path as a primary output.
- The critical path in this run is classified as input pin to primary output.
- The report lists the cells along the critical path as clkdlybuf4s50_1, or2_4, nor4b_4, nand3_1, a31oi_1, clkdlybuf4s50_1.

Timing:
- The run gives the count of endpoints failing setup in the final report as 0.
- The run puts the total negative slack at 0 ps.
- The run puts the number of pins with negative max-slew slack in the final report at 0.
- Setup repair after global routing left no endpoint under its margin.
- The run puts the final worst-path cycle share at 0.956.
- The run gives the final critical-path required period as 3250 ps.
- The run gives the number of failing hold endpoints at the final stage as 0.
- The pin closest to its max-slew limit shows a slew of 476 ps.
- The run gives the maximum clock frequency as 308 MHz.
- The run puts the final setup slack of the worst path at 149 ps.
- Across all checked pins, the minimum headroom to the slew limit is 0.683.

Global routing:
- For this run the aggregate overflow at the end of global routing stands at 0.
- The run gives the total routing resource utilization after global routing as 0.0658.
- The run puts the global-route wire length before repair at 3.55 mm.
- Entering global routing, the biggest net connects 13 pins.
- The initial antenna violation count was 0.
- The via count of the first global-routing pass came to 743.

Layout:
- The run gives the final sequential cell count as 0.
- The run gives the area of all sequential standard cells as 0 sq um.
- The run puts the share of cells above drive strength 1 at 0.224.
- Clock buffers in the final layout number 0.
- The run gives the area added between synthesis and finish as 108%.
- The run puts the number of filler cells placed in the layout at 376.

Pwr:
- Looking at the VDD voltage map, the peak drop is 0.0250 mV.
- The run puts the power density over the cells at 110 nW/um^2.
- The run gives the leakage dissipation as 0.504 nW.

Placement:
- The run gives the port buffer count as 38.
- The run puts the routability congestion estimate at 0.907.
- The run puts the placed wire-length estimate at 1.93 mm.
- OpenSTA, run right after detailed placement, puts the worst setup slack at -118 ps.

Routing:
- The routed design ends up with an antenna cell count of 0.
- The run puts the post-route DRC violation count at 0.
- The run puts the via total after detailed routing at 739.
- The run puts the total wirelength of the detailed-routed design at 2.24 mm.
- The run gives the via density per instance as 4.32.
- The run puts the number of design-rule violations left by the first detailed-router iteration at 15.
- The run puts the post-route antenna net violation count at 0.
- The run puts the number of iterations in the first detailed-routing pass at 4.
- The run puts the average detailed-routed wire length per instance at 13.1 microns.

Flow run:
- The run puts the total of max-cap violations at 0.
- The run puts the number of warnings the tools reported at 37.

Die:
- The run gives the initial core utilization as 0.153.
- The chip occupies 6400 sq um.
- The run puts the die outline height at 80 microns.
- Per the OpenROAD floorplan log, the width of the die is 80 microns.
- The run gives the count of boundary I/O pins as 38.
- The run gives the row count as 21.
- The run puts the placeable core area at 3420 sq um.

Synth:
- For this design, Yosys synthesis ends with a cell count of 76.
- The run gives the number of distinct library cells after synthesis as 30.
- The run puts the post-synthesis cell count at 76.
- The run gives the register share after synthesis as 0.
- The warning tally printed by Yosys for this design is 3.
- After synthesis, the chip area reported by Yosys is 524 sq um.
- The run gives the post-synthesis instance area as 524 sq um.
- In this run the mean area of a mapped cell was 6.90 sq um.

Outcome:
- The run finished with clean final reports.

Worst hold path:
- The run gives the worst min-delay path category as input pin to primary output.
-- logic make-up (layout without fill, tap and decap cells) --
kind of cell | Yosys count | in the layout | share of synthesized area
adder cells (fa/ha/maj) | 7 | 7 | 0.167
XOR/XNOR | 4 | 4 | 0.0668
multiplexers | 1 | 1 | 0.0215
AND/OR/NAND/NOR | 36 | 36 | 0.432
AND-OR/OR-AND | 20 | 20 | 0.248
buffers and inverters | 8 | 57 | 0.0645
-- cell type report --
class / count / area [sq um] / area share
Multi-Input combinational cell: 68 / 519 / 0.475
Inverter: 5 / 18.8 / 0.0172
Timing Repair Buffer: 52 / 497 / 0.455
Tap cell: 46 / 57.6 / 0.0527
-- report_power, final --
part	internal [mW]	leakage, nW	switching (mW)
combinational	0.0734	0.504	0.0466
sequential	0	0	0
clock	0	0	0
-- cell usage after synthesis (all sizes together) --
library cell,number,area (sq um)
a21oi,8,40.0
clkbuf,2,7.51
nor2b,2,12.5
ha,7,87.6
a22o,2,17.5
nor4,1,6.26
xor2,4,35.0
nor4b,1,23.8
a31oi,4,25.0
nand4b,2,17.5
and2,1,6.26
nor2,7,26.3
o21ai,4,23.8
a32oi,1,16.3
inv,5,18.8
and3,1,6.26
or2,4,27.5
nor3b,1,12.5
nand2,4,15.0
and3b,2,17.5
nand3,6,30.0
a21o,1,7.51
mux2,1,11.3
nor3,4,25.0
buf,1,7.51
-- layout by cell type, fill, tap and decap left out, drive strengths merged --
| cell | netlist | layout |
|---|---|---|
| clkdlybuf4s50 | 0 | 32 |
| buf | 1 | 14 |
| a21oi | 8 | 8 |
| ha | 7 | 7 |
| nor2 | 7 | 7 |
| nand3 | 6 | 6 |
| dlymetal6s2s | 0 | 5 |
| inv | 5 | 5 |
| nand2 | 4 | 4 |
| xor2 | 4 | 4 |
| a31oi | 4 | 4 |
| nor3 | 4 | 4 |
| or2 | 4 | 4 |
| o21ai | 4 | 4 |
| nor2b | 2 | 2 |
| and3b | 2 | 2 |
| a22o | 2 | 2 |
| nand4b | 2 | 2 |
| mux2 | 1 | 1 |
| nor4 | 1 | 1 |
| nor4b | 1 | 1 |
| a21o | 1 | 1 |
| and2 | 1 | 1 |
| and3 | 1 | 1 |
| a32oi | 1 | 1 |
| nor3b | 1 | 1 |
| dlygate4sd2 | 0 | 1 |
-- per-stage QoR --
step / hold WS (ps) / area [sq um] / util / cells / total power [mW]
5_1_grt: 2070 / 1090 / 0.320 / 171 / 0.132
3_5_place_dp: 2380 / 1040 / 0.306 / 170 / 0.117
6_report: 2010 / 1090 / 0.320 / 171 / 0.120
3_3_place_gp: 2360 / 1040 / 0.306 / 170 / 0.117
2_1_floorplan: 1390 / 524 / - / 76 / 0.0379
4_1_cts: 2220 / 1060 / 0.310 / 170 / 0.120
-- path summary, 6_finish.rpt --
check,start,endpoint,slack (ps),depth (start not counted)
setup / recovery,IR[4],Rout[0],150,6
hold / removal,IR[5],IMM[3],2010,3
-- repair_timing --
action                                  in CTS  in global routing
buffers inserted                             0                  1
pin swaps                                    4                  8
endpoints found under the setup margin       9                  9
cloned                                       0                  0
hold buffers                                 0                  0
resized                                      5                  9
-- layer usage --
layer | share of wire | global-route usage | vias to the layer above
li1 | - | - | 373
met1 | 0.39 | 0.0745 | 347
met2 | 0.56 | 0.130 | 19
met3 | 0.049 | 0.0114 | 0
met4 | 0 | 0 | 0
met5 | 0 | 0 | -
Power and IR drop assume default switching activity.
