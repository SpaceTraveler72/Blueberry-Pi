## flow/run.sh

```bash
#!/bin/bash
# OpenROAD 26Q1-2900-gdf79404cd8, Yosys 0.63+post, stock flow scripts
make -C /OpenROAD-flow-scripts/flow DESIGN_CONFIG=/design/flow/config.mk WORK_HOME=/design/flow/orfs finish
```

## flow/config.mk

```make
export PLATFORM = sky130hd
export DESIGN_NAME = outputLogic
export DESIGN_NICKNAME = outputLogic
export VERILOG_FILES = /design/flow/design.v
export SDC_FILE = /design/flow/constraint.sdc
export NUM_CORES = 4
export LEC_CHECK = 1
export CORE_AREA = 10 10 71 71
export DIE_AREA = 0 0 81 81
```

## flow/constraint.sdc

```tcl
current_design outputLogic

set clk_period 4.6
set clk_io_pct 0.2

create_clock -name clk0 -period $clk_period [get_ports {Peekb}]

set non_clock_inputs [all_inputs -no_clocks]
set_input_delay [expr $clk_period * $clk_io_pct] -clock clk0 $non_clock_inputs
set_output_delay [expr $clk_period * $clk_io_pct] -clock clk0 [all_outputs]
```

## flow/design.v

```verilog
module outputLogic(
    input logic [9:0] Bus, Reg,
    input logic [1:0] Time,
    input logic Peekb, done,
    output logic [9:0] Led_B,
    output logic [6:0] DHEX0, DHEX1, DHEX2, THEX,
    output logic Led_D
);
assign Led_B = Bus;
assign Led_D = ~done;
logic [3:0] seg0, seg1, seg2;
logic hexSwitch;
initial begin
    hexSwitch = 1'b0;
end
always_ff @(negedge Peekb) begin
    hexSwitch <= ~hexSwitch;
end
always_comb begin
    if (hexSwitch) begin
        seg0 = Bus[3:0];
        seg1 = Bus[7:4];
        seg2 = Bus[9:8];
    end else begin
        seg0 = Reg[3:0];
        seg1 = Reg[7:4];
        seg2 = Reg[9:8];
    end
end
seven_seg s0(.a(seg0), .result(DHEX0));
seven_seg s1(.a(seg1), .result(DHEX1));
seven_seg s2(.a(seg2), .result(DHEX2));
seven_seg s3(.a(Time), .result(THEX));
endmodule
module seven_seg (
	input logic [3:0] a,
	output logic [6:0] result
);
always_comb begin
      case (a)
            4'h0: result = 7'b100_0000;  
            4'h1: result = 7'b111_1001;  
            4'h2: result = 7'b010_0100;  
            4'h3: result = 7'b011_0000;  
            4'h4: result = 7'b001_1001;  
            4'h5: result = 7'b001_0010;  
            4'h6: result = 7'b000_0010;  
            4'h7: result = 7'b111_1000;  
            4'h8: result = 7'b000_0000;  
            4'h9: result = 7'b001_0000;  
            4'hA: result = 7'b000_1000;  
            4'hB: result = 7'b000_0011;  
            4'hC: result = 7'b100_0110;  
            4'hD: result = 7'b010_0001;  
            4'hE: result = 7'b000_0110;  
            4'hF: result = 7'b000_1110;  
            default: result = 7'b111_1111;  
      endcase
 end
endmodule
```

==> out/qor.csv <==
stage;metric;value;unit
job;maxCapViolCount;0;
die;floorplan.die_area;6560;um2
logic_synthesis;synth_chip_area;836;um2
cells_and_area;final_core_util;53.7;%
logic_synthesis;synthesis.instances;94;
clock_network;clk_latency_worst_skew_pair;30;ps
grt;grt_overall_usage;9.29;%
setup_path;end_kind;output pin;
placement;placed_instance_count;207;
grt;antenna_violations_before_repair;0;
status;violations;negative setup slack;
die;initial_core_util;23.0;%
detailed_routing;drtPass1Iterations;4;
timing;finalSetupTns;-2720;ps
logic_synthesis;post_synth_seq_share;2.40;%
cells_and_area;layout-area-overhead-vs-synth;133;%
cells_and_area;fin_area;1950;um2
power;p_leak;0.875;nW
grt;grt_pass1_wl;5040;um
timing;setup_repair_after_global_routing_missed_its_margin;yes;
detailed_routing;route.final.wire_length;3170;um
setup_path;cp.required;3680;ps
detailed_routing;n_antenna_cell;0;
setup_path;worst_ep_arrival;4010;ps
cells_and_area;largest_register_ffs;1;
die;boundaryPins;63;
placement;global_placer_s_final_weighted_congestion;0.808;
detailed_routing;route.antenna.remaining_nets;0;
setup_path;type_of_the_worst_setup_path;reg -> out;
job;warnings;42;
worst_hold_path;holdCritPathClass;reg -> reg;
detailed_routing;vias_per_cell;4.29;
grt;grt_pass1_vias;973;
power;fin_total_pwr;0.161;mW
timing;final-max-slew-violation-count;0;
detailed_routing;wire_per_inst;13.6;um
cells_and_area;layout.area.comb;818;um2
cells_and_area;registers.top_by_ff_count;hexSwitch;
placement;dp_hpwl;2300;um
detailed_routing;post-route-drc-count;0;
placement;numPortBuffers;60;
grt;grt-ovfl-total;0;
power;p_per_area;82.7;nW/um2
logic_synthesis;ys.flops;1;
cells_and_area;reg.largest.list;hexSwitch: 1 flops;
die;coreArea;3630;um2
clock_network;post_cts_hold_buffer_count;0;
detailed_routing;detailroute.via_count;999;
clock_network;clk_pin_slew;30;ps
cells_and_area;seqCellArea;23.8;um2
die;rows;22;
power;max_ir_drop_vdd;0.0430;mV
setup_path;critPathMaxFanout;4;
setup_path;start_kind;register;
timing;setup_viol_count_final;14;
cells_and_area;drive_above_1_share;56.8;%
logic_synthesis;synthesis.area_per_instance;8.89;um2
timing;hold_violations;0;
die;die_width;81;um
logic_synthesis;ys_cells;94;
status;run_status;finished, violations left;
cells_and_area;fillers;301;
detailed_routing;drt_iter0_markers;30;
logic_synthesis;ys.warnings.count;3;
die;dieHeight;81;um
grt;grt_start_max_net_pins;9;
logic_synthesis;post_synth_num_cell_types;28;
placement;placement.cell_area;1570;um2
timing;worst_clock_skew;0;ps
cells_and_area;finalNonFillerCells;233;
timing;layout_setup_ws;-325;ps
logic_synthesis;syn-cell-area;836;um2
## synth_stat cells
cell type,instances,area [um2]
a221o_1,2,20.0
a22o_1,2,17.5
and2_1,1,6.26
and2b_1,1,7.51
and2b_2,1,8.76
and3b_1,2,17.5
buf_2,1,5.00
buf_4,15,113
buf_6,4,45.0
conb_1,1,3.75
dfxtp_1,1,20.0
ha_1,12,150
inv_1,12,45.0
mux2_2,3,33.8
mux2i_1,12,120
mux2i_2,1,13.8
mux2i_4,2,45.0
mux4_2,2,45.0
nand2_1,2,7.51
nand2b_1,1,6.26
nand3_1,2,10.0
nor2_1,2,7.51
nor2b_1,1,6.26
o22ai_1,4,25.0
o31ai_1,2,15.0
o32ai_1,2,17.5
or2_2,1,6.26
xnor2_1,2,17.5
## power breakdown
part / internal [mW] / leakage [nW] / switching (mW)
Combinational: 0.0986 / 0.860 / 0.0516
Clock: 0.00140 / 0.00533 / 0.00149
Sequential: 0.00818 / 0.00886 / 0
## timing repair
action | 4_1_cts | 5_1_grt
gates cloned | 1 | 0
setup endpoints to repair | 20 | 18
setup buffers | 25 | 2
pin swaps | 21 | 8
gates resized | 99 | 11
## routing by layer
layer,part of all wire (%),vias to the layer above,global-route usage [%]
met3,6.8,2,1.78
met4,0.95,0,0.865
met5,0,-,0
li1,-,496,-
met1,43,467,12.6
met2,49,34,15.5
## cell type report
| class | instances | share of cell area, % |
|---|---|---|
| multi-input cells | 62 | 42.0 |
| well taps | 48 | 3.08 |
| clock inverters | 1 | 0.193 |
| flip-flops and latches | 1 | 1.22 |
| repair buffers | 110 | 51.4 |
| inverters | 11 | 2.12 |
## cell usage in the layout, fill, tap and decap left out, drive strengths merged
cell type / count
dlygate4sd2: 2
conb: 2
xnor2: 2
nand2: 2
a22o: 2
clkdlybuf4s50: 40
dfxtp: 1
ha: 12
mux4: 2
clkbuf: 2
inv: 12
nand3: 2
buf: 64
o31ai: 2
nor2: 2
a221o: 2
nor2b: 1
clkdlybuf4s15: 2
o22ai: 4
mux2i: 15
and3b: 2
nand2b: 1
o32ai: 2
and2: 1
or2: 1
and2b: 2
mux2: 3
## stage by stage
step	setup WS (ps)	hold slack, ps
after floorplan	-97.5	541
after global placement	-517	519
after detailed placement	-532	520
after CTS	-271	545
after global routing	-370	563
final	-325	551
## path summary, 6_finish.rpt
path                  start        end  slack [ps]  cells past startpoint
setup / recovery  hexSwitch   DHEX0[3]        -330                      7
hold / removal    hexSwitch  hexSwitch         550                      2
setup reg to reg  hexSwitch  hexSwitch        3980                      2
hold reg to reg   hexSwitch  hexSwitch         550                      2
## cells by family after synthesis
family          after synthesis  share of synthesized area, %
buf+inv                      32                          24.8
mux                          20                          30.8
simple gates                 14                          10.0
fa+ha+maj                    12                          18.0
compound gates               12                          11.4
xor+xnor                      2                          2.10
other cells                   1                         0.449
flops                         1                          2.40
## worst max-delay path: stages, from the launching register on
cell	delay (ps)
dfxtp_4	350
buf_12	130
mux2i_4	190
buf_6	140
buf_4	140
ha_4	150
mux4_2	440
buf_2	130
Power and IR drop assume default switching activity.
