==> flow/design.v <==
module registerFile (
    input logic [9:0] D,
    input logic ENW, ENR0, ENR1, CLKb,
    input logic [1:0] WRA, RDA0, RDA1,
    output logic [9:0] Q0, Q1
);
logic [9:0] registers [3:0];
initial begin
	registers[0] = 10'b0;
	registers[1] = 10'b0;
	registers[2] = 10'b0;
	registers[3] = 10'b0;
end
always_ff @(negedge CLKb) begin
    if (ENW) begin
        registers[WRA] <= D;
    end
end
always_comb begin
    if (ENR1) begin
        Q1 = registers[RDA1];
    end else begin
        Q1 = 10'bz;
    end
    if (ENR0) begin
        Q0 <= registers[RDA0];
    end else begin
        Q0 <= 10'bz;
    end
end
endmodule
==> flow/run.sh <==
#!/bin/bash
# OpenROAD 26Q1-2900-gdf79404cd8, Yosys 0.63+post, stock flow scripts
make -C /OpenROAD-flow-scripts/flow DESIGN_CONFIG=/design/flow/config.mk WORK_HOME=/design/flow/orfs finish
==> flow/config.mk <==
export PLATFORM = sky130hd
export DESIGN_NAME = registerFile
export DESIGN_NICKNAME = registerFile
export VERILOG_FILES = /design/flow/design.v
export SDC_FILE = /design/flow/constraint.sdc
export NUM_CORES = 4
export LEC_CHECK = 1
export CORE_UTILIZATION = 40
==> flow/constraint.sdc <==
current_design registerFile

set clk_period 2.3
set clk_io_pct 0.2

create_clock -name clk0 -period $clk_period [get_ports {CLKb}]

set non_clock_inputs [all_inputs -no_clocks]
set_input_delay [expr $clk_period * $clk_io_pct] -clock clk0 $non_clock_inputs
set_output_delay [expr $clk_period * $clk_io_pct] -clock clk0 [all_outputs]
==> results.ini <==
[power]
p_switching_mw=0.473
p_seq_frac=0.465
sw_frac_of_total=0.255
total_power_mw=1.85
combPwrFrac=0.099
clkPwrFrac=0.436
ir_drop_v=0.000490
leakagePower_nw=1.05
internal_power_mw=1.38
powerDensity_nw_per_um2=751

[logic_synthesis]
syn_avg_cell_area_sq_um=24.9
synthTopCellsByArea=edfxtp_1 (70%), mux4_2 (26%), buf_6 (1.3%), and3b_1 (1.0%), clkbuf_2 (0.58%)
ys_seq_share=0.699
netlist.area_leader.share=0.699
syn_area_sq_um=1720
synth.distinct_cells=8
ys_cells=69
syn-instance-count=69
yosysWarnings=3
numSynthFlops=40
top_area_cell=edfxtp_1
ys_chip_area_sq_um=1720

[clock_network]
clock-sinks=40
cts_tree=built
cts_hold_buf=0
cts_root_buf=clkbuf_8
path_clk_slew_ns=0.03
numCtsBuffers=5
htreeDepth=2
clockBufferDepth=2

[drt]
wl_um=3350
drc=0
drt_iter0_markers=27
vias=1049
drt-pass1-iter-count=4
antenna_cells=0
ant_nets=0
viasPerCell=4.83
wl_per_cell_um=15.4

[critical_path]
crit_path_end_kind=output pin
crit_fanout=2
crit_family=multiplexers
cp-start-kind=flop
slowest_stage=mux4_2
path_cells=buf_4, mux4_2, buf_2
cpPeakStageDelay_ns=0.46
critPathKind=flop to output pin
required_ns=1.84
worst-path-buf-inv=2
worstPathArrival_ns=2.59

[final_timing]
rsz0062_at_grt=true
finalHoldViolCount=0
drv_slew=0
slew_headroom=0.887
finalWorstSetupSlack_ns=-0.751
tns_ns=-12.71
tightest_slew_ns=0.170
setup-violations-final=20

[final_layout]
drive_above_1_share=0.407
area_growth_pct=43.7
top_register=registers
largest_reg_flops=40
largestRegisters=registers x40
post_layout_nonfiller_instances=217

[floorplanning]
die_w_um=67.6
rows=23
core_area_sq_um=4060
die_h_um=67.6
io_pins=40
fp_util=0.424
chipArea_sq_um=4560

[global_route]
grt_pass1_wl_um=5120
grt_max_degree=13
groute.usage.overall=0.180
grt_pass1_vias=1150
grt_antenna_before_repair=0
overflow=0

[job]
warnings=70
maxCapViolations=0

[placed_design]
dp_slack_ns=-0.575
place_inst=167
port_buffers=37
gp_congestion=0.769
dp_hpwl_um=2280

[worst_hold_path]
hold_path.class=primary input to output pin

[run_status]
failed_checks=setup timing
outcome=finished, violations left

-- worst min-delay path, cell delays in order --
cell and delay (ns):
clkdlybuf4s50_1 0.42, buf_4 0.17, mux4_2 0.20, buf_2 0.08
-- cell families (layout without fill, tap and decap cells) --
family | count (synthesis) | in the layout | synth area share
DFF | 40 | 40 | 0.699
buffers and inverters | 5 | 103 | 0.0211
muxes | 20 | 20 | 0.262
and+or+nand+nor | 4 | 4 | 0.0182
-- Yosys cell counts --
| library cell | number |
|---|---|
| edfxtp_1 | 40 |
| clkbuf_2 | 2 |
| and3b_1 | 2 |
| buf_6 | 2 |
| mux4_2 | 20 |
| and3_1 | 1 |
| nor3b_1 | 1 |
| inv_1 | 1 |
-- per-layer routing --
layer | global-route usage | wire (um) | up-vias
met1 | 0.220 | 1320 | 504
met2 | 0.274 | 1780 | 33
met4 | 0.0691 | 40 | 0
met3 | 0.104 | 208 | 6
met5 | 0 | 0 | -
li1 | - | - | 506
-- through the flow --
| step | instance area (sq um) | hold slack (ns) | util |
|---|---|---|---|
| floorplan | 1730 | 1.26 | - |
| global placement | 2300 | 2.17 | 0.566 |
| detailed placement | 2300 | 2.16 | 0.566 |
| CTS | 2470 | 1.80 | 0.609 |
| global route | 2470 | 1.82 | 0.609 |
| finish | 2470 | 1.79 | 0.609 |
-- power by group through the flow --
stage / clock (mW) / sequential [mW] / combinational [mW]
5_1_grt: 0.927 / 0.864 / 0.201
6_report: 0.809 / 0.862 / 0.184
4_1_cts: 0.844 / 0.862 / 0.188
-- layout make-up --
cell class	instances	area, sq um
fillers	291	1590
multi-input cells	24	495
clock buffers	5	68.8
clock inverters	43	190
flip-flops and latches	40	1200
well taps	50	62.6
repair buffers	55	452
-- worst paths after layout --
| kind | startpoint | end | slack (ns) | cells past startpoint |
|---|---|---|---|---|
| worst max-delay path | registers[3][2] | Q1[2] | -0.75 | 3 |
| worst min-delay path | RDA0[1] | Q0[0] | 1.79 | 4 |
-- layout by cell type (no fill, tap or decap) --
cell type	netlist	layout
and3_1	1	1
mux4_2	20	20
clkbuf_8	0	5
buf_2	0	20
clkdlybuf4s50_1	0	14
buf_12	0	4
bufinv_16	0	1
inv_1	1	41
and3b_2	0	2
buf_4	0	14
dlygate4sd2_1	0	3
nor3b_4	0	1
inv_4	0	1
edfxtp_1	40	40
-- repair_timing --
| action | in CTS | in global routing |
|---|---|---|
| setup endpoints to repair | 60 | 20 |
| pin swaps | 1 | 0 |
| gates resized | 63 | 0 |
| buffers inserted | 3 | 0 |
No activity file was given, so power comes from the tool's default toggle rates.
